<file path="flow/design.v">
`timescale 1ns / 1ps
module save_txt(
    input clk,
    input rst_n,
    output [31:0] dout
    );
reg [31:0] dout_reg;
assign dout = dout_reg;
always @(posedge clk or negedge rst_n) begin
    if (!rst_n) begin
        dout_reg <= 32'b0;
    end
    else if (dout_reg == 32'hffffffff)
        dout_reg <= 32'd0;
    else begin
        dout_reg <= (dout_reg+1'b1) & 32'hffffffff;
    end
end
endmodule
</file>
<file path="flow/run.sh">
#!/bin/bash
# OpenROAD 26Q1-2900-gdf79404cd8, Yosys 0.63+post, stock flow scripts
make -C /OpenROAD-flow-scripts/flow DESIGN_CONFIG=/design/flow/config.mk WORK_HOME=/design/flow/orfs finish
</file>
<file path="flow/config.mk">
export PLATFORM = sky130hd
export DESIGN_NAME = save_txt
export DESIGN_NICKNAME = save_txt
export VERILOG_FILES = /design/flow/design.v
export SDC_FILE = /design/flow/constraint.sdc
export NUM_CORES = 4
export LEC_CHECK = 1
export CORE_UTILIZATION = 30
</file>
<file path="flow/constraint.sdc">
current_design save_txt

set clk_period 7.3
set clk_io_pct 0.2

create_clock -name clk0 -period $clk_period [get_ports {clk}]

set non_clock_inputs [all_inputs -no_clocks]
set_input_delay [expr $clk_period * $clk_io_pct] -clock clk0 $non_clock_inputs
set_output_delay [expr $clk_period * $clk_io_pct] -clock clk0 [all_outputs]
</file>
==> flow_summary_export.csv <==
group,metric,value,unit
cts,hold_buffers,0,
power,total_leakage_power,0.911,nW
detailed_routing,avgViaCountPerCell,5.07,
cts,postCtsSetupBuffers,0,
worst_setup_path,cp.arrival,1230,ps
yosys,synth.ff_latch_count,32,
sta,setup_viol_count_final,0,
sta,tightestPinTransition,505,ps
cts,insertion_delay,280,ps
power,power_switching_share,20.3,%
worst_hold_path,hold_start,"dout_reg[14]",
yosys,synth.cellmix.simpleShare,29.6,%
sta,finalMaxSlewViolations,0,
place,placed_cells_incl_taps,263,
die,ioPinCount,34,
die,dieWidth,75.9,um
cts,clk_pin_slew_worst_paths,60,ps
place,place.gp.congestion,0.817,
die,placeableCoreArea,5170,um2
layout,fill_cells,500,
layout,final_std_cells_w_o_fill,271,
worst_setup_path,setup.worst_path.start_class,"register",
worst_setup_path,critical_path.cell_chain,"clkdlybuf4s50_1",
worst_setup_path,worst-path-buf-inv,1,
worst_hold_path,hold-path-endpoint,"dout_reg[14]",
detailed_routing,detailroute.via_count,1373,
place,hpwl,2670,um
worst_hold_path,whs_path_depth,1,
global_routing,first_global_vias,1279,
cts,cts-root-buf,"clkbuf_8",
detailed_routing,antennaDiodeCount,0,
status,run_status,"finished, final reports clean",
detailed_routing,drc,0,
cts,tritoncts,"yes",
global_routing,grtUsageTotal,14.8,%
yosys,synthMuxAreaShare,0,%
global_routing,number_of_antenna_violations_at_the_first_check_in_global_routing,0,
sta,setup_ws,4610,ps
global_routing,grt_start_max_net_pins,33,
cts,numClockSinks,32,
power,switchingPower,64.8,uW
layout,ff_latch_area,801,um2
yosys,netlist_area,1640,um2
cts,cts_repair_resize_count,0,
place,preCtsSetupSlack,4910,ps
sta,max_slew_margin,66.1,%
worst_hold_path,min-delay-path-class,"reg -> reg",
detailed_routing,ant_nets,0,
yosys,synth.distinct_cells,27,
yosys,yosys.stat.chipArea,1640,um2
worst_setup_path,worst_setup_path_end_kind,"primary output",
die,floorplan.die_area,5770,um2
layout,layout.cell_area.non_filler,2120,um2
yosys,yosys_most_used_dff,"dfrtp_1",
detailed_routing,drt-pass1-iter-count,4,
worst_setup_path,rr_endpoint,"dout_reg[5]",
job,warning_count,25,
detailed_routing,detailedRoute.firstIterationViolations,70,
yosys,synth-seq-area-share,48.8,%
sta,clock_skew,4.82,ps
yosys,synth_area_per_inst,9.94,um2
yosys,edf_count,0,
worst_setup_path,crit_path_max_fo,6,
power,vdd_drop_max,0.0000636,V
yosys,yosys-stat-cells,165,
power,intPower,255,uW
worst_setup_path,worst-r2r-setup-slack,5000,ps
sta,maxClockFrequency,0.372,GHz
power,post-layout-total-power,320,uW
yosys,synth-warning-count,1,
yosys,post_synth_ao_oa_area_fraction,7.09,%
cts,clock_tree.htree_level_count,2,
detailed_routing,wire_per_inst,14.1,um
global_routing,gr_ovfl_total,0,
global_routing,wire_length_of_the_first_global_routing_pass,6690,um
sta,finalCritPeriodShare,36.8,%
layout,area_growth_syn_to_layout,29.5,%
layout,logic_area,790,um2
job,max_cap_viol_count,0,
worst_setup_path,rr_startpoint,"dout_reg[6]",
place,place.port_buffers,33,
die,fp-row-count,26,
die,fp-utilization,31.7,%
power,power.share.clock,43.2,%
yosys,synth.comb.largest_family,"simple AND/OR/NAND/NOR gates",
layout,largest_register_ffs,32,
layout,drive_above_1_share,4.98,%
sta,layout_min_cycle_time,2690,ps
detailed_routing,route.final.wire_length,3820,um
yosys,synth_cells,165,
place,placed_area,2030,um2
power,power_per_cell_area,150,nW/um2
worst_setup_path,timing_worst_setup_path_type,"reg -> out",
yosys,synthXorXnorAreaFrac,10.7,%
worst_setup_path,critical-path-slowest-cell,"clkdlybuf4s50_1",
sta,unrepaired_setup_endpoints_after_global_routing,"no",
worst_setup_path,slowest_delay,500,ps
yosys,synthAdderAreaFrac,0.763,%
cts,tritoncts.num_buffers,5,
sta,hold_violations,0,
power,share_comb_of_total_power,1.3,%
cts,maximum_clock_path_buffer_count,2,
die,die_h,75.9,um
sta,tns,0,ps
worst_setup_path,worstRegToRegCells,5,
power,seqPwrFrac,55.5,%
worst_setup_path,critPathTopFamily,"buffers and inverters",
worst_setup_path,critical_path_required,5840,ps
yosys,synth-async-reset-ratio,100,%
==> logic make-up after synthesis <==
group,after synthesis
AND-OR/OR-AND,20
XOR/XNOR,20
adder cells (fa/ha/maj),1
buffers and inverters,10
flip-flops,32
AND/OR/NAND/NOR,82
==> cell type report <==
| class | count | share of cell area [%] |
|---|---|---|
| Tap cell | 70 | 4.12 |
| Clock buffer | 8 | 4.24 |
| Multi-Input combinational cell | 123 | 37.2 |
| Sequential cell | 32 | 37.7 |
| Timing Repair Buffer | 35 | 16.3 |
| Inverter | 3 | 0.530 |
==> power groups by stage <==
stage     Clock (mW)  Sequential [mW]  Combinational [mW]
4_1_cts        0.143            0.177             0.00465
5_1_grt        0.152            0.177             0.00525
6_report       0.138            0.177             0.00424
==> layer usage <==
layer  vias to the layer above  global-route usage (%)  share of wire (%)
met1                       658                    24.8                 50
li1                        675                       -                  -
met5                         -                       0                  0
met2                        35                    20.5                 44
met4                         0                    1.35               0.97
met3                         5                    3.67                5.4
==> cells in the mapped netlist, types with 6 or more instances <==
cell type  count  area (um2)
nor2_1         8        30.0
dfrtp_1       32         801
a21oi_1        9        45.0
nand2_1       14        52.6
xor2_1        15         131
or4_1          7        52.6
nand3_1       10        50.1
and3_1         9        56.3
nand4_1       10        62.6
and4_1         6        52.6
==> cells in the final DEF, fill, tap and decap left out <==
master           Yosys  layout
inv_1                3       3
nor3_1               5       5
dfrtp_1             32      32
and4_1               6       6
clkbuf_8             0       6
clkdlybuf4s50_1      0      33
and2_1               5       5
nor2_1               8       8
nand3_1             10      10
xnor2_1              5       5
xor2_1              15      15
nor2b_1              1       1
or4b_4               1       1
ha_1                 1       1
and3_1               9       9
clkbuf_1             2       2
nand4_1             10      10
o211ai_1             1       1
or3_1                4       4
nor4_1               1       1
buf_4                0       2
nor4_4               1       1
a21oi_1              9       9
o21ai_0              4       4
nand2_1             14      14
or4_1                7       7
o22ai_1              1       1
o31ai_1              5       5
==> how the worst max path moves through the flow <==
| stage | slack (ps) | start | depth (start not counted) | end |
|---|---|---|---|---|
| 6_report | 4610 | dout_reg[15] | 1 | dout[15] |
| 5_1_grt | 4530 | dout_reg[26] | 1 | dout[26] |
| 4_1_cts | 4600 | dout_reg[15] | 1 | dout[15] |
==> through the flow <==
step                hold WS (ps)  utilization [%]
floorplan                    434                -
global placement             490             39.3
detailed placement           485             39.3
CTS                          498             41.1
global route                 525             41.1
finish                       492             41.1
No activity file was given, so power comes from the tool's default toggle rates.
